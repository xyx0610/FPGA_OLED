File: ./run.sh
#!/bin/bash
# OpenROAD 26Q1-2900-gdf79404cd8, Yosys 0.63+post, stock flow scripts
make -C /OpenROAD-flow-scripts/flow DESIGN_CONFIG=/design/flow/config.mk WORK_HOME=/design/flow/orfs finish
File: ./config.mk
export PLATFORM = sky130hd
export DESIGN_NAME = ram_write
export DESIGN_NICKNAME = ram_write
export VERILOG_FILES = /design/flow/design.v
export SDC_FILE = /design/flow/constraint.sdc
export NUM_CORES = 4
export LEC_CHECK = 1
export CORE_UTILIZATION = 30
File: ./constraint.sdc
current_design ram_write

set clk_period 4.7
set clk_io_pct 0.2

create_clock -name clk0 -period $clk_period [get_ports {clk}]

set non_clock_inputs [all_inputs -no_clocks]
set_input_delay [expr $clk_period * $clk_io_pct] -clock clk0 $non_clock_inputs
set_output_delay [expr $clk_period * $clk_io_pct] -clock clk0 [all_outputs]
File: ./design.v
module ram_write(
	input clk,							 
	input rst_n,						 
	input en_ram_wr,					 
	output reg wren,					 
	output reg [9:0] wraddress,	 
	output reg [7:0] data			 
);
parameter ClearRAM=0,WaitInit=1,WriteData=2,Done=3;
reg[2:0] state,next_state;
reg [7:0] zm[383:0]; 
reg [8:0] cnt_zm; 
initial begin
	zm[0]=8'h07;zm[1]=8'hF0;zm[2]=8'h08;zm[3]=8'h08;
	zm[4]=8'h10;zm[5]=8'h04;zm[6]=8'h10;zm[7]=8'h04;
	zm[8]=8'h10;zm[9]=8'h04;zm[10]=8'h08;zm[11]=8'h08;
	zm[12]=8'h07;zm[13]=8'hF0;zm[14]=8'h00;zm[15]=8'h00; 
	zm[16]=8'h10;zm[17]=8'h04;zm[18]=8'h1F;zm[19]=8'hFC;
	zm[20]=8'h10;zm[21]=8'h04;zm[22]=8'h00;zm[23]=8'h04;
	zm[24]=8'h00;zm[25]=8'h04;zm[26]=8'h00;zm[27]=8'h04;
	zm[28]=8'h00;zm[29]=8'h0C;zm[30]=8'h00;zm[31]=8'h00; 
	zm[32]=8'h10;zm[33]=8'h04;zm[34]=8'h1F;zm[35]=8'hFC;
	zm[36]=8'h11;zm[37]=8'h04;zm[38]=8'h11;zm[39]=8'h04;
	zm[40]=8'h17;zm[41]=8'hC4;zm[42]=8'h10;zm[43]=8'h04;
	zm[44]=8'h08;zm[45]=8'h18;zm[46]=8'h00;zm[47]=8'h00; 
	zm[48]=8'h10;zm[49]=8'h04;zm[50]=8'h1F;zm[51]=8'hFC;
	zm[52]=8'h10;zm[53]=8'h04;zm[54]=8'h10;zm[55]=8'h04;
	zm[56]=8'h10;zm[57]=8'h04;zm[58]=8'h08;zm[59]=8'h08;
	zm[60]=8'h07;zm[61]=8'hF0;zm[62]=8'h00;zm[63]=8'h00; 
	zm[64]=8'h00;zm[65]=8'h02;zm[66]=8'h00;zm[67]=8'h42;
	zm[68]=8'h00;zm[69]=8'h22;zm[70]=8'h7F;zm[71]=8'h1A;
	zm[72]=8'h49;zm[73]=8'h02;zm[74]=8'h49;zm[75]=8'hFE;
	zm[76]=8'h49;zm[77]=8'h02;zm[78]=8'h49;zm[79]=8'h02;
	zm[80]=8'h49;zm[81]=8'h02;zm[82]=8'h49;zm[83]=8'hFE;
	zm[84]=8'h49;zm[85]=8'h02;zm[86]=8'h7F;zm[87]=8'h0A;
	zm[88]=8'h00;zm[89]=8'h12;zm[90]=8'h00;zm[91]=8'h62;
	zm[92]=8'h00;zm[93]=8'h02;zm[94]=8'h00;zm[95]=8'h00; 
	zm[96]=8'h02;zm[97]=8'h04;zm[98]=8'h02;zm[99]=8'h08;
	zm[100]=8'h42;zm[101]=8'h10;zm[102]=8'h42;zm[103]=8'h60;
	zm[104]=8'h42;zm[105]=8'h00;zm[106]=8'h42;zm[107]=8'h02;
	zm[108]=8'h42;zm[109]=8'h01;zm[110]=8'h43;zm[111]=8'hFE;
	zm[112]=8'h42;zm[113]=8'h00;zm[114]=8'h42;zm[115]=8'h00;
	zm[116]=8'h42;zm[117]=8'h00;zm[118]=8'h42;zm[119]=8'h40;
	zm[120]=8'h42;zm[121]=8'h20;zm[122]=8'h02;zm[123]=8'h10;
	zm[124]=8'h02;zm[125]=8'h0C;zm[126]=8'h00;zm[127]=8'h00; 
	zm[128]=8'h10;zm[129]=8'h04;zm[130]=8'h1F;zm[131]=8'hFC;
	zm[132]=8'h11;zm[133]=8'h04;zm[134]=8'h11;zm[135]=8'h04;
	zm[136]=8'h11;zm[137]=8'h04;zm[138]=8'h0E;zm[139]=8'h88;
	zm[140]=8'h00;zm[141]=8'h70;zm[142]=8'h00;zm[143]=8'h00; 
	zm[144]=8'h01;zm[145]=8'h00;zm[146]=8'h01;zm[147]=8'h81;
	zm[148]=8'h01;zm[149]=8'h61;zm[150]=8'h00;zm[151]=8'h1E;
	zm[152]=8'h00;zm[153]=8'h18;zm[154]=8'h01;zm[155]=8'h60;
	zm[156]=8'h01;zm[157]=8'h80;zm[158]=8'h01;zm[159]=8'h00; 
	zm[160]=8'h20;zm[161]=8'h80;zm[162]=8'h28;zm[163]=8'h91;
	zm[164]=8'h35;zm[165]=8'h11;zm[166]=8'hE2;zm[167]=8'h12;
	zm[168]=8'h25;zm[169]=8'h14;zm[170]=8'h28;zm[171]=8'h98;
	zm[172]=8'h30;zm[173]=8'h70;zm[174]=8'h00;zm[175]=8'h90;
	zm[176]=8'h38;zm[177]=8'h90;zm[178]=8'h25;zm[179]=8'h12;
	zm[180]=8'h22;zm[181]=8'h11;zm[182]=8'h25;zm[183]=8'h12;
	zm[184]=8'h29;zm[185]=8'h1C;zm[186]=8'h30;zm[187]=8'h80;
	zm[188]=8'h00;zm[189]=8'h80;zm[190]=8'h00;zm[191]=8'h00; 
	zm[192]=8'h00;zm[193]=8'h00;zm[194]=8'h08;zm[195]=8'h01;
	zm[196]=8'h08;zm[197]=8'h02;zm[198]=8'h08;zm[199]=8'h04;
	zm[200]=8'h08;zm[201]=8'h18;zm[202]=8'h08;zm[203]=8'h60;
	zm[204]=8'hFF;zm[205]=8'h80;zm[206]=8'h08;zm[207]=8'h00;
	zm[208]=8'h08;zm[209]=8'h04;zm[210]=8'h08;zm[211]=8'h02;
	zm[212]=8'h08;zm[213]=8'h01;zm[214]=8'h08;zm[215]=8'h02;
	zm[216]=8'h0F;zm[217]=8'hFC;zm[218]=8'h00;zm[219]=8'h00;
	zm[220]=8'h00;zm[221]=8'h00;zm[222]=8'h00;zm[223]=8'h00; 
	zm[224]=8'h00;zm[225]=8'h00;zm[226]=8'h1F;zm[227]=8'hFF;
	zm[228]=8'h10;zm[229]=8'h00;zm[230]=8'h10;zm[231]=8'h00;
	zm[232]=8'h30;zm[233]=8'h00;zm[234]=8'h53;zm[235]=8'hF8;
	zm[236]=8'h92;zm[237]=8'h10;zm[238]=8'h12;zm[239]=8'h10;
	zm[240]=8'h12;zm[241]=8'h10;zm[242]=8'h13;zm[243]=8'hF8;
	zm[244]=8'h10;zm[245]=8'h00;zm[246]=8'h10;zm[247]=8'h02;
	zm[248]=8'h10;zm[249]=8'h01;zm[250]=8'h1F;zm[251]=8'hFE;
	zm[252]=8'h00;zm[253]=8'h00;zm[254]=8'h00;zm[255]=8'h00; 
	zm[256]=8'h10;zm[257]=8'h00;zm[258]=8'h10;zm[259]=8'h00;
	zm[260]=8'h17;zm[261]=8'hFF;zm[262]=8'h94;zm[263]=8'h90;
	zm[264]=8'h74;zm[265]=8'h92;zm[266]=8'h14;zm[267]=8'h91;
	zm[268]=8'h17;zm[269]=8'hFE;zm[270]=8'h10;zm[271]=8'h00;
	zm[272]=8'h10;zm[273]=8'h00;zm[274]=8'h13;zm[275]=8'hF0;
	zm[276]=8'h30;zm[277]=8'h02;zm[278]=8'hD0;zm[279]=8'h01;
	zm[280]=8'h17;zm[281]=8'hFE;zm[282]=8'h10;zm[283]=8'h00;
	zm[284]=8'h10;zm[285]=8'h00;zm[286]=8'h00;zm[287]=8'h00; 
	zm[288]=8'h00;zm[289]=8'h00;zm[290]=8'h1F;zm[291]=8'hFE;
	zm[292]=8'h30;zm[293]=8'h84;zm[294]=8'hD0;zm[295]=8'h84;
	zm[296]=8'h10;zm[297]=8'h84;zm[298]=8'h10;zm[299]=8'h84;
	zm[300]=8'h1F;zm[301]=8'hFE;zm[302]=8'h02;zm[303]=8'h00;
	zm[304]=8'h0C;zm[305]=8'h00;zm[306]=8'hF1;zm[307]=8'h00;
	zm[308]=8'h10;zm[309]=8'hC2;zm[310]=8'h10;zm[311]=8'h01;
	zm[312]=8'h10;zm[313]=8'h02;zm[314]=8'h1F;zm[315]=8'hFC;
	zm[316]=8'h00;zm[317]=8'h00;zm[318]=8'h00;zm[319]=8'h00; 
	zm[320]=8'h00;zm[321]=8'h10;zm[322]=8'h00;zm[323]=8'h20;
	zm[324]=8'h00;zm[325]=8'hC0;zm[326]=8'h07;zm[327]=8'h00;
	zm[328]=8'h00;zm[329]=8'h00;zm[330]=8'h00;zm[331]=8'h02;
	zm[332]=8'h00;zm[333]=8'h01;zm[334]=8'hFF;zm[335]=8'hFE;
	zm[336]=8'h00;zm[337]=8'h00;zm[338]=8'h00;zm[339]=8'h00;
	zm[340]=8'h00;zm[341]=8'h00;zm[342]=8'h04;zm[343]=8'h00;
	zm[344]=8'h02;zm[345]=8'h00;zm[346]=8'h01;zm[347]=8'h80;
	zm[348]=8'h00;zm[349]=8'h70;zm[350]=8'h00;zm[351]=8'h00; 
	zm[352]=8'h08;zm[353]=8'h80;zm[354]=8'h11;zm[355]=8'h00;
	zm[356]=8'h23;zm[357]=8'hFF;zm[358]=8'hCC;zm[359]=8'h00;
	zm[360]=8'h00;zm[361]=8'h04;zm[362]=8'h04;zm[363]=8'h88;
	zm[364]=8'h08;zm[365]=8'hB0;zm[366]=8'h14;zm[367]=8'h82;
	zm[368]=8'h24;zm[369]=8'h81;zm[370]=8'hC7;zm[371]=8'hFE;
	zm[372]=8'h24;zm[373]=8'h80;zm[374]=8'h14;zm[375]=8'hA0;
	zm[376]=8'h08;zm[377]=8'h90;zm[378]=8'h04;zm[379]=8'h8C;
	zm[380]=8'h04;zm[381]=8'h00;zm[382]=8'h00;zm[383]=8'h00; 
end
always @(*) begin
	if(!rst_n)
		next_state = ClearRAM;
	else begin
		case(state)
			ClearRAM: next_state = (wraddress == 10'd1023) ? WaitInit : ClearRAM;
			WaitInit: next_state = en_ram_wr ? WriteData : WaitInit;
			WriteData: next_state = (cnt_zm==9'd383) ? Done : WriteData;
			Done: next_state = Done;
		endcase
	end
end
always @(posedge clk,negedge rst_n) begin
	if(!rst_n) begin
		wren <= 1'b0;			 
		data <= 8'd0;			 
	end
	else begin
		case(state)
			ClearRAM:begin
				wren <= 1'b1;			 
				data <= 8'd0;			 
			end
			WaitInit:begin
				wren <= 1'b0;	 
				data <= 8'd0;
			end
			WriteData:begin
				wren <= 1'b1;	 
				data <= zm[cnt_zm]; 
			end
			Done:begin
				wren <= 1'b0;
				data <= 8'd0;
			end	
		endcase
	end
end
always @(posedge clk,negedge rst_n) begin
	if(!rst_n) begin
		cnt_zm <= 9'd0; 
		wraddress <= 10'd0;
	end
	else begin
		case(cnt_zm)
			9'd126: cnt_zm <= 9'd1;		 
			9'd127: cnt_zm <= 9'd128;	 
			9'd158: cnt_zm <= 9'd129;	 
			9'd159: cnt_zm <= 9'd160;	 
			9'd382: cnt_zm <= 9'd161;	 
			default:
				if(state == WriteData)	 
					cnt_zm <= cnt_zm + 2'd2;
				else
					cnt_zm <= cnt_zm;		 
		endcase
		case(cnt_zm)
			9'd1: wraddress<=10'd128+24;		 
			9'd128: wraddress<=10'd256+48;	 
			9'd129: wraddress<=10'd384+48;	 
			9'd160: wraddress<=10'd512;		 
			9'd161: wraddress<=10'd640;		 
			default:begin
				case(state)
					ClearRAM: wraddress <= wraddress + 1'b1; 
					WaitInit: wraddress <= 10'd0+23; 
					WriteData: wraddress <= wraddress + 1'b1;
					default: wraddress <= wraddress;		 
				endcase					
			end
		endcase
	end
end
always @(posedge clk,negedge rst_n) begin
	if(!rst_n)
		state <= ClearRAM;
	else
		state <= next_state;
end
endmodule
==> flow_summary_export.csv <==
group,metric,value,unit
run_status,outcome,"finished clean",
logic_synthesis,ys_async_sr_fraction,93.8,%
clocking,ctsResizeCount,0,
routing,drc,0,
cells_and_area,areaGrowthSynthToFinish,7.95,%
power,p_comb_share,1.3,%
clocking,cts.htree.levels,2,
die,die_h,127,um
power,p_int,470,uW
power,leakagePower,1.75,nW
logic_synthesis,top_area_cell,"dfrtp_1",
die,core_area,0.0152,mm^2
setup_path,r2r_cells,7,
setup_path,worst_ep_arrival_time,3.40,ns
logic_synthesis,netlist_area,0.00466,mm^2
routing,routedWlPerCell,24.9,um
sta,worst_slack,1.47,ns
routing,first_pass_iters,8,
setup_path,slowest_delay,0.59,ns
routing,drtAntennaViolNets,0,
job,warnings,36,
clocking,clockBufferDepth,2,
logic_synthesis,common_cells,"nand2_1, a21oi_1, o21ai_0, nor2_1, buf_2",
place,place_ws,1.61,ns
routing,antennaDiodeCount,0,
setup_path,crit_buf_inv,2,
place,routabilityCongestion,1.08,
cells_and_area,drive_above_1_share,8.71,%
die,ioPinCount,22,
global_routing,grt_use_met1,36.0,%
sta,unclocked_regs,2,
clocking,ctsHoldBuffers,0,
power,switchingPower,133,uW
logic_synthesis,synth_flops,32,
die,die_area,0.0160,mm^2
sta,fin_skew,0.0111,ns
setup_path,end_kind,"flop",
place,dpl-instance-area,0.00488,mm^2
routing,drtIter0Drc,704,
sta,untimed_endpoints,2,
sta,rsz0062_at_grt,"no",
sta,final-hold-violation-count,0,
sta,worst_hold_slack,0.550,ns
sta,setup-violations-final,0,
logic_synthesis,synth.most_common_cell,"nand2_1",
setup_path,path_cells,"inv_1 -> ha_1 -> buf_4 -> a22oi_1 -> o311ai_1 -> o21ai_0 -> a211o_1",
global_routing,gr-usage-met2,37.0,%
hold_path,min_to,"wraddress[6]",
logic_synthesis,top_cell_area_share,16.1,%
die,rows,45,
hold_path,min-delay-path-class,"flop to flop",
setup_path,worstPathRequired,4.87,ns
die,core_util_floorplan,30.7,%
global_routing,grt_pass1_vias,5096,
sta,fmax,309,MHz
logic_synthesis,synthCells,663,
routing,vias,5643,
place,port_buffers,21,
clocking,cts_root_buf,"clkbuf_16",
global_routing,grt.busiest_layer,"met2",
global_routing,met3_usage,7.69,%
global_routing,grt_pass1_wl,31.4,mm
logic_synthesis,edf_count,0,
routing,drt-total-wl,20.7,mm
power,swShare,22.0,%
place,dp_hpwl,14.1,mm
die,die_w,127,um
clocking,numCtsBuffers,5,
global_routing,grt_antenna_before_repair,0,
power,p_seq_share,42.9,%
setup_path,cp-start-kind,"flop",
global_routing,grt_max_degree,39,
logic_synthesis,yosys_warnings,1,
sta,fin_crit,3.23,ns
hold_path,min_from,"wraddress[6]",
routing,vias_per_cell,6.79,
setup_path,critPathMaxFanout,18,
power,powerDensity,120,mW/mm^2
power,p_clk_share,55.8,%
cells_and_area,postLayoutCellArea,0.00503,mm^2
logic_synthesis,avgSynthCellArea,7.03,um^2
sta,tightest_slew,0.812,ns
setup_path,critical_path_class,"flop to flop",
setup_path,timing.rr.end,"wraddress[4]",
logic_synthesis,ys_types,79,
logic_synthesis,topCellsByArea,"dfrtp_1, a21oi_1, o21ai_0",
setup_path,slowest_stage,"o311ai_1",
power,total_power,603,uW
hold_path,hold-path-cell-count,1,
sta,slew_headroom,45.8,%
clocking,post_cts_buffers,0,
job,maxCapViolCount,0,
sta,setup_tns,0,ns
logic_synthesis,synth_top_flop_cell,"dfrtp_1",
setup_path,r2r_slack,1.47,ns
clocking,clk_pin_slew,0.05,ns
sta,drv_slew,0,
clocking,cts_tree,"yes",
global_routing,grt_util_all_layers,26.3,%
logic_synthesis,yosys_cells,663,
logic_synthesis,yosysChipArea,0.00466,mm^2
setup_path,rr_startpoint,"cnt_zm[1]",
power,peakVddDrop,0.000114,V
sta,finalClockPeriodUsage,68.8,%
global_routing,grt_remaining_overflow,0,
setup_path,cp_top_family,"AND-OR/OR-AND gates",
clocking,clk_latency,0.29,ns
-- registers in the layout, indices dropped and copies added (netlist names) --
name and count:
cnt_zm 9, data 8, next_state 2, state 2, wraddress 10, wren 1
-- placed cells by master, fill, tap and decap left out, types with 22 or more instances in the layout --
cell      instances
a211oi_1         26
a21oi_1          61
buf_4            23
dfrtp_1          26
nand2_1          66
nand2b_1         23
nand3_1          22
nor2_1           46
nor2b_1          22
nor3_1           23
o21ai_0          52
-- power by group through the flow --
stage / combinational (mW) / clock (mW) / sequential (mW)
global route: 0.00931 / 0.360 / 0.259
finish: 0.00758 / 0.336 / 0.259
CTS: 0.00873 / 0.344 / 0.259
-- layout make-up --
cell class	count	area, um^2
clock buffer	6	139
tap	188	235
inverter	13	48.8
sequential	32	786
multi-input combinational	546	3430
timing repair buffer	44	378
fill	1625	10200
clock inverter	2	12.5
-- per-stage QoR --
stage / utilization (%) / cells
CTS: 33.1 / 831
finish: 33.1 / 831
detailed placement: 32.1 / 823
floorplan: - / 664
global route: 33.1 / 831
global placement: 32.1 / 823
-- how the worst max path moves through the flow --
stage,startpoint,end,slack (ns),depth (start not counted)
CTS,cnt_zm[1],wraddress[4],1.60,7
global route,cnt_zm[1],wraddress[4],1.33,7
finish,cnt_zm[1],wraddress[4],1.47,7
-- layer usage --
| metal | part of all wire (%) | vias to the layer above | wire (um) |
|---|---|---|---|
| met2 | 41 | 469 | 8400 |
| li1 | - | 2457 | - |
| met5 | 0 | - | 0 |
| met3 | 13 | 114 | 2760 |
| met1 | 39 | 2603 | 8080 |
| met4 | 7.1 | 0 | 1470 |
-- cell families (layout without fill, tap and decap cells) --
family          Yosys count  after routing  synth area share, %
compound gates          266            266                 38.9
xor+xnor                  7              7                 1.32
fa+ha+maj                15             15                 4.03
buf+inv                  86             65                 9.69
flops                    30             30                 16.1
latches                   2              2                0.644
mux                       8              8                 2.31
other cells               1              2               0.0805
simple gates            248            248                 26.9
Power is estimated from default activity; no workload was simulated.
