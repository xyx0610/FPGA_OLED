==> ./design.v <==
module oled_init(
	input clk,					 
	input rst_n,				 
	input write_done,			 
	output reg oled_rst,		 
	output reg oled_dc,		 
	output reg [7:0] data,	 
	output reg ena_write,	 
	output init_done			 
);
reg [20:0] us_cnt;			 
reg us_cnt_clr;				 
parameter RST_NUM = 10;		 
parameter Rst=0,Init=1,OledOn=2,ClearCmd=3,ClearData=4,WaitInit=5,WaitOn=6,WaitClearCmd=7,WaitClearData=8,Done=9;
reg[3:0] state,next_state; 
reg [7:0] init_cmd[27:0];	 
reg [4:0] init_cmd_cnt;		 
reg [7:0] oled_on_cmd[2:0]; 
reg [1:0] oled_on_cmd_cnt;	 
reg [7:0] clear_cmd[24:0];	 
reg [4:0] clear_cmd_cnt;	 
reg [10:0] clear_data_cnt;	 
initial begin	
	init_cmd[0] = 8'hAE;				init_cmd[1] = 8'hD5;				init_cmd[2] = 8'h80;				init_cmd[3] = 8'hA8;
	init_cmd[4] = 8'h3F;				init_cmd[5] = 8'hD3;				init_cmd[6] = 8'h00;				init_cmd[7] = 8'h40;
	init_cmd[8] = 8'h8D;				init_cmd[9] = 8'h10|8'h04;		init_cmd[10] = 8'h20;			init_cmd[11] = 8'h02;
	init_cmd[12] = 8'hA0|8'h01;	init_cmd[13] = 8'hC0;			init_cmd[14] = 8'hDA;			init_cmd[15] = 8'h02|8'h10;
	init_cmd[16] = 8'h81;			init_cmd[17] = 8'hCF;			init_cmd[18] = 8'hD9;			init_cmd[19] = 8'hF1;
	init_cmd[20] = 8'hDB;			init_cmd[21] = 8'h40;			init_cmd[22] = 8'hA4|8'h00;	init_cmd[23] = 8'hA6|8'h00;
	init_cmd[24] = 8'hAE|8'h01;
end
initial begin
	oled_on_cmd[0] = 8'h8D;oled_on_cmd[1] = 8'h14;oled_on_cmd[2] = 8'hAF;
end
initial begin
	clear_cmd[0] = 8'hB0;clear_cmd[1] = 8'h00;clear_cmd[2] = 8'h10; 
	clear_cmd[3] = 8'hB1;clear_cmd[4] = 8'h00;clear_cmd[5] = 8'h10; 
	clear_cmd[6] = 8'hB2;clear_cmd[7] = 8'h00;clear_cmd[8] = 8'h10; 
	clear_cmd[9] = 8'hB3;clear_cmd[10] = 8'h00;clear_cmd[11] = 8'h10; 
	clear_cmd[12] = 8'hB4;clear_cmd[13] = 8'h00;clear_cmd[14] = 8'h10; 
	clear_cmd[15] = 8'hB5;clear_cmd[16] = 8'h00;clear_cmd[17] = 8'h10; 
	clear_cmd[18] = 8'hB6;clear_cmd[19] = 8'h00;clear_cmd[20] = 8'h10; 
	clear_cmd[21] = 8'hB7;clear_cmd[22] = 8'h00;clear_cmd[23] = 8'h10; 
end
always @ (posedge clk or negedge rst_n) begin
    if (!rst_n)
        us_cnt <= 21'd0;
    else if (us_cnt_clr)
        us_cnt <= 21'd0;
    else 
        us_cnt <= us_cnt + 1'b1;
end 
always @(*) begin
	if(!rst_n) begin
		next_state = Rst;
	end
	else begin
		case(state)
			Rst: 
				next_state = us_cnt > RST_NUM ? Init : Rst;
			Init: 
				next_state = WaitInit;	 
			WaitInit: 
				next_state = (init_cmd_cnt == 5'd25&&write_done) ? OledOn : (write_done ? Init : WaitInit);	
			OledOn: 
				next_state = WaitOn;
			WaitOn: 
				next_state = (oled_on_cmd_cnt == 2'd3&&write_done) ? ClearCmd : (write_done ? OledOn : WaitOn);	
			ClearCmd: 
				next_state = WaitClearCmd;
			WaitClearCmd: 
				next_state = (clear_cmd_cnt % 2'd3 == 0 && write_done) ? ClearData : (write_done ? ClearCmd : WaitClearCmd);
			ClearData:
				next_state = WaitClearData;
			WaitClearData: 
				next_state = (clear_data_cnt == 11'd1024&&write_done) ? Done : (clear_data_cnt % 11'd128 == 0&&write_done ? ClearCmd : (write_done ? ClearData : WaitClearData));
			Done: 
				next_state = Done;
			default: 
				next_state = Rst;
		endcase
	end
end
always @(posedge clk,negedge rst_n) begin
	if(!rst_n) begin
		oled_rst <= 1'b0;
		us_cnt_clr <= 1'b1;
		oled_dc <= 1'b1;
		data <= 8'h10;
		ena_write <= 1'b0;
	end
	else begin
		case(state)
			Rst:begin
					oled_rst <= 1'b0;
					us_cnt_clr <= 1'b0;
			end
			Init:begin
				oled_rst <= 1'b1;
				us_cnt_clr <= 1'b1;	 
				ena_write <= 1'b1;			 
				oled_dc <= 1'b0;			 
				data <= init_cmd[init_cmd_cnt]; 
			end
			WaitInit: begin
				ena_write <= 1'b0;			 
			end
			OledOn:begin
				ena_write <= 1'b1;			 
				oled_dc <= 1'b0;			 
				data <= oled_on_cmd[oled_on_cmd_cnt];	
			end
			WaitOn:begin
				ena_write <= 1'b0;			 
			end
			ClearCmd:begin
				ena_write <= 1'b1;
				oled_dc <= 1'b0;
				data <= clear_cmd[clear_cmd_cnt];
			end
			WaitClearCmd:begin
				ena_write <= 1'b0;
			end
			ClearData:begin
				ena_write <= 1'b1;
				oled_dc <= 1'b1;
				data <= 8'h00;
			end
			WaitClearData:begin
				ena_write <= 1'b0;
			end
		endcase
	end
end
always @(posedge clk,negedge rst_n) begin
	if(!rst_n)	
		state <= Rst;
	else
		state <= next_state;
end
always @(posedge clk,negedge rst_n) begin
	if(!rst_n) begin
		init_cmd_cnt <= 5'd0;
		oled_on_cmd_cnt <= 4'd0;
		clear_cmd_cnt <=3'd0;
		clear_data_cnt <= 11'd0;
	end
	else begin
		case(state)
			Init:			init_cmd_cnt <= init_cmd_cnt + 1'b1;
			OledOn:		oled_on_cmd_cnt <= oled_on_cmd_cnt + 1'b1;
			ClearCmd:	clear_cmd_cnt <= clear_cmd_cnt + 1'b1;
			ClearData:	clear_data_cnt <= clear_data_cnt + 1'b1;
			default:begin
				init_cmd_cnt <= init_cmd_cnt;
				oled_on_cmd_cnt <= oled_on_cmd_cnt;
				clear_cmd_cnt <= clear_cmd_cnt;
				clear_data_cnt <= clear_data_cnt;
			end
		endcase
	end
end
assign init_done = (state == Done);
endmodule
==> ./run.sh <==
#!/bin/bash
# OpenROAD 26Q1-2900-gdf79404cd8, Yosys 0.63+post, stock flow scripts
make -C /OpenROAD-flow-scripts/flow DESIGN_CONFIG=/design/flow/config.mk WORK_HOME=/design/flow/orfs finish
==> ./config.mk <==
export PLATFORM = sky130hd
export DESIGN_NAME = oled_init
export DESIGN_NICKNAME = oled_init
export VERILOG_FILES = /design/flow/design.v
export SDC_FILE = /design/flow/constraint.sdc
export NUM_CORES = 4
export LEC_CHECK = 1
export CORE_UTILIZATION = 50
==> ./constraint.sdc <==
current_design oled_init

set clk_period 3.5
set clk_io_pct 0.2

create_clock -name clk0 -period $clk_period [get_ports {clk}]

set non_clock_inputs [all_inputs -no_clocks]
set_input_delay [expr $clk_period * $clk_io_pct] -clock clk0 $non_clock_inputs
set_output_delay [expr $clk_period * $clk_io_pct] -clock clk0 [all_outputs]
==> flow_summary.ini <==
; yosys + openroad results
[outcome]
run_status = finished clean

[worst_hold_path]
hp-class = primary input to asynchronous set/reset pin

[detailed_routing]
route.final.wire_length_mm = 8.11
drt-pass1-iter-count = 4
vias_per_cell = 5.69
vias = 3189
drc = 0
drtIter0Drc = 134
antenna-diode-count = 0
antenna_left = 0
wire_per_inst_um = 14.5

[die]
floorplan.die_area_um2 = 8410
initial_utilization_pct = 51.8
rows = 32
die_outline_height_um = 91.7
die_wd_um = 91.7
total_i_o_pin_count = 15
placeable_core_region_um2 = 7770

[power]
gate_power_share_pct = 27.3
intPower_mw = 1.66
switching_share_pct = 33.2
power.density_nw_per_um2 = 542
power_leakage_nw = 2.04
power.sequential.fraction_pct = 44.4
p_sw_uw = 824
vdd_ir_drop_max_mv = 0.312
share_clk_of_total_power_pct = 28.3

[clock_tree]
cts_tree = done
clkTransAtPathRegs_ps = 80
cts_made_buffers = 9
clk_latency_ps = 340
htree_levels = 3
ctsLongestPathBuffers = 2
cts-root-buf = sky130_fd_sc_hd__clkbuf_8
clock_sink_count = 66

[synth]
yosys-stat-cells = 437
synthesis.yosys.warnings = 1
syn-instance-count = 437
netlist-cell-type-count = 59
post_synth.cell_area_avg_um2 = 9.21
ys.flop_type = sky130_fd_sc_hd__dfrtp_1
largest_area_cell = sky130_fd_sc_hd__dfrtp_1
edf_count = 0
synth_flop_count = 66
synth_seq_share_pct = 41.2
asyncSetResetFlopFracSynth_pct = 100
mappedNetlistArea_um2 = 4020
area_leaders = sky130_fd_sc_hd__dfrtp_1, sky130_fd_sc_hd__ha_1, sky130_fd_sc_hd__nor2_1
synth_largest_type_area_fraction_pct = 38.6
synth.yosys.chip_area_um2 = 4020

[final_timing]
achievable-frequency_mhz = 298
maxSlewHeadroom_pct = 53.9
clock-skew-final_ps = 12.1
finalHoldViolations = 0
final.min_clock_period_ps = 3360
setup_violations = 0
timing.final.max_slew_violations = 0
share_of_the_cycle_needed_by_the_critical_path_after_routing_pct = 96.0
tightest_slew_ps = 692

[worst_setup_path]
worst-endpoint-required_ps = 3730
worst_ep_arrival_time_ps = 3590
worst_setup_end_kind = flop
setup.worst_path.start_class = flop
crit_path_start = clear_cmd_cnt[3]
worstSetupPathType = flop to flop
crit-reg2reg-launch = clear_cmd_cnt[3]
critPathMaxFanout = 4

[place]
placement.cell_area_um2 = 4270
gpl.final_weighted_congestion = 0.864
estimated_wirelength_of_the_detail_placed_design_mm = 5.43
dpl_cells = 535
io_buffer_count = 14

[cells_and_area]
final_util_pct = 59.0
finish.cell_count_without_fillers = 560
num-fill-cells = 671
area_growth_pct = 13.8
final_layout_size_suffix_gt1_share_pct = 12.9
finish.instance_area_um2 = 4580

[grt]
via_count_of_the_first_global_routing_pass = 2859
pin_count_of_the_biggest_net_entering_global_routing = 37
grt_antenna_before_repair = 1
globalRoute.totalOverflow = 0
global_route.usage.total_pct = 20.6
grt_pass1_wl_mm = 13.6

[job]
log.warning_count = 41
cap_viol_max_count = 0
synth_stat cells (6+ instances only):
| cell type | count |
|---|---|
| sky130_fd_sc_hd__o21ai_0 | 19 |
| sky130_fd_sc_hd__xnor2_1 | 19 |
| sky130_fd_sc_hd__ha_1 | 23 |
| sky130_fd_sc_hd__nand2_1 | 35 |
| sky130_fd_sc_hd__nor3_1 | 7 |
| sky130_fd_sc_hd__nor2b_1 | 10 |
| sky130_fd_sc_hd__a21oi_1 | 18 |
| sky130_fd_sc_hd__nand4_1 | 11 |
| sky130_fd_sc_hd__xor2_1 | 19 |
| sky130_fd_sc_hd__nor2_1 | 46 |
| sky130_fd_sc_hd__clkbuf_1 | 22 |
| sky130_fd_sc_hd__nand3_1 | 22 |
| sky130_fd_sc_hd__nor4_1 | 7 |
| sky130_fd_sc_hd__inv_1 | 17 |
| sky130_fd_sc_hd__and3_1 | 6 |
| sky130_fd_sc_hd__dfrtp_1 | 62 |
| sky130_fd_sc_hd__o22ai_1 | 9 |
power groups by stage:
stage / clock network [mW] / logic [mW] / registers, mW
4_1_cts: 0.726 / 0.683 / 1.11
5_1_grt: 0.762 / 0.775 / 1.14
6_report: 0.703 / 0.678 / 1.10
logic make-up (layout without fill, tap and decap cells):
kind of cell               Yosys count  after routing  share of synthesized area [%]
and+or+nand+nor                    169            169                           21.3
buffers and inverters               43             64                           4.07
AOI/OAI and AO/OA                   93             93                           16.1
xor gates and xnor gates            38             38                           8.27
adders and majority gates           23             23                           7.15
muxes                                5              5                           1.90
DFF                                 66             66                           41.2
layout by cell type, fill, tap and decap left out, drive strengths merged, types with 3 or more instances in the layout:
| cell type | instances |
|---|---|
| dfrtp | 62 |
| nor2 | 46 |
| nand2 | 35 |
| ha | 23 |
| nand3 | 22 |
| o21ai | 20 |
| xor2 | 19 |
| xnor2 | 19 |
| a21oi | 19 |
| buf | 18 |
| inv | 17 |
| clkdlybuf4s50 | 13 |
| nand4 | 11 |
| nor2b | 10 |
| o22ai | 9 |
| clkbuf | 9 |
| nor3 | 7 |
| nor4 | 7 |
| and3 | 6 |
| o21a | 5 |
| a21o | 5 |
| or3 | 5 |
| a31oi | 5 |
| a211oi | 4 |
| dfstp | 4 |
| and2 | 4 |
| nand2b | 3 |
| o221ai | 3 |
| a2111oi | 3 |
| o31ai | 3 |
| clkinv | 3 |
final cells by class:
type / count / area, um2 / share of cell area (%)
Clock buffer: 9 / 124 / 2.70
Clock inverter: 7 / 93.8 / 2.05
Inverter: 17 / 63.8 / 1.39
Multi-Input combinational cell: 328 / 2250 / 49.2
Sequential cell: 66 / 1660 / 36.2
Tap cell: 102 / 128 / 2.79
Timing Repair Buffer: 31 / 263 / 5.74
through the flow:
| step | setup slack (ps) | power, mW | hold WS [ps] | TNS [ps] |
|---|---|---|---|---|
| 2_1_floorplan | -206 | 1.55 | 404 | -347 |
| 3_3_place_gp | 52.0 | 1.79 | 462 | 0 |
| 3_5_place_dp | -20.8 | 1.80 | 463 | -20.8 |
| 4_1_cts | 29.3 | 2.52 | 408 | 0 |
| 5_1_grt | -44.5 | 2.67 | 448 | -44.5 |
| 6_report | 142 | 2.48 | 404 | 0 |
layer usage:
| metal | GRT usage (%) | part of all wire, % |
|---|---|---|
| met4 | 2.34 | 1.3 |
| met1 | 34.0 | 49 |
| met2 | 30.3 | 44 |
| met3 | 4.30 | 5.0 |
| met5 | 0 | 0.16 |
critical path: stages, from the launching register on:
cell,delay [ps]
sky130_fd_sc_hd__dfrtp_1,410
sky130_fd_sc_hd__ha_4,280
sky130_fd_sc_hd__and4b_1,180
sky130_fd_sc_hd__or3_4,380
sky130_fd_sc_hd__and2_4,190
sky130_fd_sc_hd__ha_4,150
sky130_fd_sc_hd__a221o_1,320
sky130_fd_sc_hd__a31oi_4,190
sky130_fd_sc_hd__xnor2_2,80
sky130_fd_sc_hd__ha_2,220
sky130_fd_sc_hd__nand2_2,80
sky130_fd_sc_hd__o31ai_2,70
sky130_fd_sc_hd__a2111oi_2,270
sky130_fd_sc_hd__o211ai_1,170
sky130_fd_sc_hd__o211a_1,250
registers in the layout (all words and copies together), names as in the netlist:
name and flops:
data 8, ena_write 1, state 10, oled_rst 1
us_cnt 21, clear_data_cnt 11, us_cnt_clr 1, oled_dc 1
clear_cmd_cnt 5, init_cmd_cnt 5, oled_on_cmd_cnt 2
worst paths after layout:
path                                           to  cells after the start  slack (ps)
worst max-delay path                     state[8]                     14         140
max in group asynchronous                 data[4]                      2        2190
min in group clk0                       us_cnt[0]                      1         470
worst min register to register          us_cnt[0]                      1         470
worst max register to register           state[8]                     14         140
worst min-delay path            clear_data_cnt[1]                      1         400
what timing repair did:
action                                  4_1_cts  5_1_grt
endpoints found under the setup margin        1        2
pin swaps                                     0        5
hold buffers                                  0        0
gates resized                                 0        3
buffers inserted                              1        8
Power is estimated from default activity; no workload was simulated.
