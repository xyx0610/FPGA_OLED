### ./run.sh
#!/bin/bash
# OpenROAD 26Q1-2900-gdf79404cd8, Yosys 0.63+post, stock flow scripts
make -C /OpenROAD-flow-scripts/flow DESIGN_CONFIG=/design/flow/config.mk WORK_HOME=/design/flow/orfs finish
### ./config.mk
export PLATFORM = sky130hd
export DESIGN_NAME = ram_read
export DESIGN_NICKNAME = ram_read
export VERILOG_FILES = /design/flow/design.v
export SDC_FILE = /design/flow/constraint.sdc
export NUM_CORES = 4
export LEC_CHECK = 1
export CORE_UTILIZATION = 40
### ./constraint.sdc
current_design ram_read

set clk_period 2.9
set clk_io_pct 0.2

create_clock -name clk0 -period $clk_period [get_ports {clk}]

set non_clock_inputs [all_inputs -no_clocks]
set_input_delay [expr $clk_period * $clk_io_pct] -clock clk0 $non_clock_inputs
set_output_delay [expr $clk_period * $clk_io_pct] -clock clk0 [all_outputs]
### ./design.v
module ram_read(
	input clk,					 
	input rst_n,				 
	input write_done,			 
	input init_done,			 
	input[7:0] ram_data,		 
	output reg rden,			 
	output [9:0] rdaddress,	 
	output reg ena_write,	 
	output reg oled_dc,		 
	output reg[7:0] data		 
);
parameter DELAY = 1_000;	 
reg [20:0] us_cnt;			 
reg us_cnt_clr;				 
parameter WaitInit=0,WriteCmd=1,WaitWriteCmd=2,ReadData=3,WriteData=4,WaitWriteData=5,Done=6;
reg[2:0] state,next_state;	 
reg [7:0] write_cmd[24:0];	 
reg [4:0] write_cmd_cnt;	 
reg [10:0] address_cnt;		 
assign rdaddress = (address_cnt >= 11'd1024) ? 10'd0 : address_cnt;
initial begin
	write_cmd[0] = 8'hB7;write_cmd[1] = 8'h00;write_cmd[2] = 8'h10; 
	write_cmd[3] = 8'hB6;write_cmd[4] = 8'h00;write_cmd[5] = 8'h10; 
	write_cmd[6] = 8'hB5;write_cmd[7] = 8'h00;write_cmd[8] = 8'h10; 
	write_cmd[9] = 8'hB4;write_cmd[10] = 8'h00;write_cmd[11] = 8'h10; 
	write_cmd[12] = 8'hB3;write_cmd[13] = 8'h00;write_cmd[14] = 8'h10; 
	write_cmd[15] = 8'hB2;write_cmd[16] = 8'h00;write_cmd[17] = 8'h10; 
	write_cmd[18] = 8'hB1;write_cmd[19] = 8'h00;write_cmd[20] = 8'h10; 
	write_cmd[21] = 8'hB0;write_cmd[22] = 8'h00;write_cmd[23] = 8'h10; 
end
always @ (posedge clk,negedge rst_n) begin
    if (!rst_n)
        us_cnt <= 21'd0;
    else if (us_cnt_clr)
        us_cnt <= 21'd0;
    else 
        us_cnt <= us_cnt + 1'b1;
end 
always @(*) begin
	if(!rst_n) 
		next_state = WaitInit;
	else begin
		case(state)
			WaitInit: next_state = init_done ? WriteCmd : WaitInit;
			WriteCmd:
				next_state = WaitWriteCmd;
			WaitWriteCmd:
				next_state = (write_cmd_cnt % 2'd3 == 0 && write_done) ? ReadData : (write_done ? WriteCmd: WaitWriteCmd);
			ReadData: 
				next_state = WriteData;
			WriteData:
				next_state = WaitWriteData;
			WaitWriteData: 
				next_state = (address_cnt == 11'd1024&&write_done) ? Done : (address_cnt % 11'd128 == 0&&write_done ? WriteCmd : (write_done ? ReadData : WaitWriteData));
			Done:begin
				if(us_cnt>DELAY)
					next_state = WriteCmd;
				else
					next_state = Done;
			end
		endcase
	end
end
always @(posedge clk,negedge rst_n) begin
	if(!rst_n) begin
		oled_dc <= 1'b1;
		ena_write <= 1'b0;
		rden <= 1'b0;
		us_cnt_clr <= 1'b1;
		data <= 8'd0;
	end
	else begin
		case(state)			
			WriteCmd:begin
				ena_write <= 1'b1;						 
				oled_dc <= 1'b0;							 
				data <= write_cmd[write_cmd_cnt];	 
			end
			WaitWriteCmd:begin
				ena_write <= 1'b0;						 
			end
			ReadData: begin
			rden <= 1'b1;									 
			end
			WriteData:begin
				ena_write <= 1'b1;						 
				oled_dc <= 1'b1;							 
				data <= ram_data;							 
			end
			WaitWriteData: begin
				ena_write <= 1'b0;						 
			end
			Done:begin
				us_cnt_clr <= 1'b0;						 
			end
		endcase
	end
end	
always @(posedge clk,negedge rst_n) begin
	if(!rst_n)
		state <= WaitInit;
	else
		state <= next_state;
end
always @(posedge clk,negedge rst_n) begin
	if(!rst_n) begin
		write_cmd_cnt <= 5'd0;
		address_cnt <= 11'd0;
	end
	else begin
		case(state)
			Done:begin						 
				write_cmd_cnt <= 5'd0;
				address_cnt <= 11'd0;
			end
			WriteCmd:  
				write_cmd_cnt <= write_cmd_cnt + 1'b1;
			ReadData:  
				address_cnt <= address_cnt + 1'b1;
			default:begin 
				write_cmd_cnt <= write_cmd_cnt;
				address_cnt <= address_cnt;
			end
		endcase
	end
end
endmodule
==> results.tsv <==
metric	value	unit
die_x	90.7	um
antennaDiodeCount	0	
largest_area_cell	dfrtp_1	
port_buffers	32	
seq_power_share	58.1	%
grt.overflow.total	0	
crit_fanout	13	
yosys_warnings	1	
post_cts_resized	0	
drive_gt1_share	6.58	%
dieHeight	90.7	um
dieArea	8220	um^2
yosys_area	3150	um^2
hold_path.class	in2async	
slew_headroom	52.5	%
outcome	finished clean	
synth.avg_cell_area	8.91	um^2
ys_cells	353	
drt_iter0_drc	94	
firstDrtPassIters	4	
grt.total_usage	16.5	%
clockBufferDepth	2	
antenna_found_initial	0	
root_buffer	clkbuf_8	
worstPathArrival	1460	ps
fin_crit	2040	ps
p_sw_share	20.1	%
synthCells	353	
top_cell	dfrtp_1	
vias	2495	
unclocked_pins	3	
maxCapViolCount	0	
p_int	0.000998	W
power.switching	0.000251	W
timing.final.crit_share	70.4	%
numSynthFlops	55	
end_kind	primary output	
clk_latency	300	ps
route.detailed.drc	0	
pwr-share-clk	39.1	%
cts_tree	yes	
warnings	32	
critPathRequiredTime	2320	ps
dp_hpwl	4360	um
rsz0062_at_grt	no	
slew_viol_final	0	
routed_wl	6200	um
power_frac_comb	2.9	%
hold_violations	0	
core_area	7410	um^2
leakage	1.55	nW
std_cell_rows	31	
dpl_worst_slack	944	ps
num_io_pins	33	
netlist_top_cells_count	dfrtp_1 (50), nor2_1 (38), o21ai_0 (35)	
fp-utilization	42.5	%
clock.fmax	490	MHz
post-place-cells	471	
grt_max_degree	26	
ys_types	59	
vdd_drop_max	0.000175	V
area_leaders	dfrtp_1 (40%), o21ai_0 (5.6%), ha_1 (5.2%)	
async_reset_ff_share	94.5	%
h-tree-depth	2	
place.gp.congestion	0.795	
powerDensity	342	nW/um^2
syn2layout_area_growth	16.0	%
routedWlPerCell	12.9	um
avgViaCountPerCell	5.21	
clock_skew	8.14	ps
synthDominantCellAreaShare	39.8	%
ant_nets	0	
untimed_endpoints	6	
finalSetupViolations	0	
cts-buffers-inserted	5	
path_clk_slew	90	ps
syn-cell-area	3150	um^2
edf_count	0	
critPathKind	reg2out	
fin_setup_tns	0	ps
ff_type	dfrtp_1	
grt_pass1_vias	2400	
hold_buffers	0	
worst_slack	859	ps
grt_pass1_wl	11100	um
tightest_slew	711	ps
fin_cells	479	
start_kind	register	
post_cts_buffers	0	
[worst paths after layout]
kind | start | end | slack, ps | depth (start not counted)
setup / recovery | address_cnt[10]$_DFFE_PN0P_ | rdaddress[9] | 860 | 2
hold / removal | rst_n | us_cnt[18]$_DFF_PN0_ | 130 | 1
setup reg to reg | state[0]$_DFF_PN0_ | address_cnt[10]$_DFFE_PN0P_ | 920 | 5
hold reg to reg | rden$_DFFE_PN0P_ | rden$_DFFE_PN0P_ | 480 | 1
max in group asynchronous | rst_n | us_cnt_clr$_DFFE_PN1N_ | 2140 | 2
min in group clk0 | rden$_DFFE_PN0P_ | rden$_DFFE_PN0P_ | 480 | 1
[cells in the final DEF, fill, tap and decap left out, drive strengths merged, types with 3 or more instances in the layout]
| master | instances |
|---|---|
| nor2 | 38 |
| nor4 | 3 |
| o21ai | 36 |
| buf | 5 |
| a21oi | 7 |
| inv | 10 |
| nor3 | 8 |
| dlxtn | 3 |
| dfrtp | 50 |
| nand3 | 29 |
| mux2i | 4 |
| o211ai | 4 |
| clkbuf | 6 |
| nand2 | 34 |
| nand4 | 4 |
| and3 | 8 |
| a221oi | 3 |
| clkdlybuf4s50 | 31 |
| a31oi | 3 |
| or2 | 3 |
| nor2b | 12 |
| a22o | 3 |
| xnor2 | 8 |
| xor2 | 13 |
| ha | 13 |
| nand2b | 7 |
[logic make-up (layout without fill, tap and decap cells)]
kind of cell	after synthesis	in the layout	share of synthesized area [%]
DFF	52	52	41.4
muxes	6	6	2.35
xor gates and xnor gates	21	21	5.85
AOI/OAI and AO/OA	76	76	15.9
buffers and inverters	27	54	3.50
latches	3	3	1.43
adders and majority gates	13	13	5.17
and+or+nand+nor	155	155	24.3
[flip-flops by register name, indices dropped and copies added (netlist names)]
signal and cells:
us_cnt 21, address_cnt 11, data 8, write_cmd_cnt 5, next_state 3, state 3, ena_write 1, oled_dc 1
rden 1, us_cnt_clr 1
[metrics by stage]
step / utilization (%) / total power (W) / area [um^2] / hold slack (ps)
floorplan: - / 0.000744 / 3150 / 284
finish: 49.3 / 0.00125 / 3650 / 132
global placement: 47.8 / 0.000777 / 3540 / 451
global route: 49.3 / 0.00130 / 3650 / 140
CTS: 49.3 / 0.00127 / 3650 / 132
detailed placement: 47.8 / 0.000777 / 3540 / 454
[power groups by stage]
stage | Sequential [W] | Combinational, W | Clock, W
after CTS | 0.000725 | 0.0000379 | 0.000505
after global routing | 0.000726 | 0.0000421 | 0.000528
final | 0.000725 | 0.0000360 | 0.000488
[cell type report]
type                       count  area [um^2]
fill                         696         3760
clock buffer                   6         72.6
inverter                      10         37.5
multi-input combinational    271         1690
timing repair buffer          36          345
sequential                    55         1350
clock inverter                 2         35.0
tap                           99          124
[critical path, cell delays in order (launching register included)]
cell and delay (ps):
dfrtp_1 530, nor2_1 160, clkdlybuf4s50_1 480
[routing by layer]
metal | GRT usage, % | vias to the layer above | wire (um)
li1 | - | 1294 | -
met1 | 26.6 | 1171 | 3230
met2 | 25.3 | 28 | 2730
met3 | 2.56 | 2 | 215
met4 | 1.21 | 0 | 29
met5 | 0 | - | 0
No activity file was given, so power comes from the tool's default toggle rates.
